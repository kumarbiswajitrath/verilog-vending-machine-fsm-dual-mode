--- flow/config.mk ---
export PLATFORM = sky130hd
export DESIGN_NAME = vending_machine_dual_mode
export DESIGN_NICKNAME = vending_machine_dual_mode
export VERILOG_FILES = /design/flow/design.v
export SDC_FILE = /design/flow/constraint.sdc
export NUM_CORES = 4
export LEC_CHECK = 1
export CORE_UTILIZATION = 40
--- flow/constraint.sdc ---
current_design vending_machine_dual_mode

set clk_period 6.5
set clk_io_pct 0.2

create_clock -name clk0 -period $clk_period [get_ports {clk}]

set non_clock_inputs [all_inputs -no_clocks]
set_input_delay [expr $clk_period * $clk_io_pct] -clock clk0 $non_clock_inputs
set_output_delay [expr $clk_period * $clk_io_pct] -clock clk0 [all_outputs]
--- flow/design.v ---
module vending_machine_dual_mode (
    input wire clk,
    input wire reset,
    input wire [2:0] coin,         
    input wire buy,                
    input wire refund,             
    input wire mode_select,        
    output reg product,            
    output reg refund_signal,      
    output reg [15:0] balance,     
    output reg [15:0] change       
);
    parameter IDLE     = 2'b00;
    parameter COLLECT  = 2'b01;
    parameter DISPENSE = 2'b10;
    parameter REFUND   = 2'b11;
    reg [1:0] current_state, next_state;
    function [15:0] coin_value;
        input [2:0] c;
        begin
            case (c)
                3'b001: coin_value = 5;
                3'b010: coin_value = 10;
                3'b011: coin_value = 50;
                3'b100: coin_value = 100;
                3'b101: coin_value = 500;
                default: coin_value = 0;
            endcase
        end
    endfunction
    always @(posedge clk or posedge reset) begin
        if (reset)
            current_state <= IDLE;
        else
            current_state <= next_state;
    end
    always @(posedge clk or posedge reset) begin
        if (reset) begin
            product <= 0;
            refund_signal <= 0;
            change <= 0;
            balance <= 0;
        end else begin
            product <= 0;
            refund_signal <= 0;
            change <= 0;
            case (current_state)
                IDLE: begin
                    if (coin != 3'b000)
                        balance <= coin_value(coin);
                end
                COLLECT: begin
                    if (coin != 3'b000)
                        balance <= balance + coin_value(coin);
                end
                DISPENSE: begin
                    if (mode_select == 1) begin   
                        if (balance >= 100) begin
                            product <= 1;
                            balance <= balance - 100;
                        end else begin
                            change <= balance;
                            balance <= 0;
                        end
                    end else begin   
                        if (balance >= 100) begin
                            product <= 1;
                            balance <= balance - 100;
                        end
                    end
                end
                REFUND: begin
                    refund_signal <= 1;
                    change <= balance;
                    balance <= 0;
                end
            endcase
        end
    end
    always @(*) begin
        case (current_state)
            IDLE:
                next_state = (coin != 3'b000) ? COLLECT : IDLE;
            COLLECT:
                if (refund)
                    next_state = REFUND;
                else if (buy && balance >= 100)
                    next_state = DISPENSE;
                else
                    next_state = COLLECT;
            DISPENSE:
                if (mode_select == 1)   
                    next_state = (balance >= 100) ? DISPENSE : IDLE;
                else                   
                    next_state = IDLE;
            REFUND:
                next_state = IDLE;
            default:
                next_state = IDLE;
        endcase
    end
endmodule
--- flow/run.sh ---
#!/bin/bash
# OpenROAD 26Q1-2900-gdf79404cd8, Yosys 0.63+post, stock flow scripts
make -C /OpenROAD-flow-scripts/flow DESIGN_CONFIG=/design/flow/config.mk WORK_HOME=/design/flow/orfs finish
==> Changelog: implementation <==
### Metrics

* Hold depth at 0
* DR DRC count at 0
* Cycle use final at 65.6%
* Worst min path class: flop to flop
* Crit end category: flop
* Hold Crit Endpoint: refund_signal
* Total Die Area at 6730 sq um
* Outcome: complete, no violations
* CP startpoint kind: input pin
* 1st-iter DRT viols at 163
* CTS tree: done
* H-tree depth at 2
* Vias in the first global route at 2041
* Grt ovf at 0
* Sequential area share after synthesis at 37.2%
* Hold-fix buffers, CTS at 0
* Post CTS Setup Buffer Count at 0
* Leakage at 1.32 nW
* Clk pin slew, worst setup/hold paths at 0.08 ns
* Ys cells at 270
* FF-to-FF Start: current_state[2]
* Synth unique cells at 69
* Top cells excl fill/tap: 41 x clkdlybuf4s50_1, 37 x dfrtp_1, 19 x nor2_1
* CP peak stage delay at 0.56 ns
* Cell area power density at 409 nW/um^2
* Latency at later pin at 0.29 ns
* Min-delay src: current_state[3]
* Yosys warning count at 1
* CP cell instances: clkdlybuf4s50_1 > inv_1 > ha_1 > nor4_1 > ha_1 > a21oi_1 > nor2b_1 > a311o_1 > a31o_2 > a311o_1 > a22o_1
* Mapped Area at 2560 sq um
* Worst Path Arrival at 4.46 ns
* First-pass GRT wire length at 10900 um
* Worst slew pin tran at 0.666 ns
* Max Slew Vio Count at 0
* Top cells by area: dfrtp_1 36%, ha_1 6.8%, o21ai_0 2.9%
* Pre-Place Util at 42.3%
* Most numerous logic cell after layout: clkdlybuf4s50_1
* MaxCap Viol Count at 0
* Port Buffers at 41
* Relative slew slack at 55.0%
* Core area at 6060 sq um
* Clock skew at 0.00800 ns
* Final setup viols at 0
* DR pass1 iterations at 4
* Hpwl dp at 4790 um
* Final Hold Fails at 0
* Commonest flop: dfrtp_1
* Tool Warnings at 28
* Crit-path max FO at 8
* EDFF count, synth at 0
* Die H at 82.0 um
* CTS buffer count at 5
* Worst path buffer plus inverter count at 2
* CP max-delay cell: clkdlybuf4s50_1
* Initial antenna violation count at 0
* Layout area overhead at 23.5%
* RSZ-0062 raised after global routing: no
* Placed insts at 378
* Max clock buf depth at 2
* R2R Setup Slk at 3.93 ns
* Post-synthesis register bit count at 38
* Num rows at 28
* Max IR drop VDD at 193 uV
* Top delay family on crit path: AND-OR/OR-AND gates
* Share of cells above drive strength 1 at 9.97%
* Cells after synthesis at 270
* Critical Path RT at 6.69 ns
* Area leader share at 36.2%
* WL/cell at 17.3 um
* Root buffer cell: clkbuf_8
* Total wire length at 6690 um
* Worst setup path category: input pin to flop
* Clock Sinks at 38
* R2R cell count at 6
* Ys async rst share at 100%
* # IOs at 42
* Antenna diode count at 0
* Final TNS setup at 0 ns
* R2R Path End: balance[5]
* Max frequency at 234 MHz
* Gr usage total at 21.7%
* Non-filler cells, final at 386
* PostCTS Resize Cnt at 0
* Routed vias/inst at 5.82
* Area leader, netlist: dfrtp_1
* Minimum clock period at 4.27 ns
* Synthesized area per cell at 9.49 sq um
* Hold Slack at 0.581 ns
* Yosys stat chip area at 2560 sq um
* Die Span X at 82.0 um
* GP Congestion at 0.899
* Antenna Nets Post-Route at 0
* Via Count at 2247
* Largest net degree at the start of global routing at 39
-- through the flow --
| stage | util (%) | worst slack (ns) | power, mW | cell area (sq um) |
|---|---|---|---|---|
| after floorplan | - | 2.79 | 0.811 | 2560 |
| after global placement | 49.9 | 2.02 | 1.04 | 3030 |
| after detailed placement | 49.9 | 1.96 | 1.04 | 3030 |
| after CTS | 52.2 | 2.28 | 1.29 | 3160 |
| after global routing | 52.2 | 2.08 | 1.38 | 3160 |
| final | 52.2 | 2.23 | 1.29 | 3160 |
-- power breakdown --
| part | leakage [nW] | internal (mW) | total, mW | switching (mW) |
|---|---|---|---|---|
| Sequential | 0.513 | 0.290 | 0.407 | 0.117 |
| Clock | 0.0683 | 0.154 | 0.246 | 0.0926 |
| Combinational | 0.742 | 0.288 | 0.640 | 0.352 |
-- cells in the mapped netlist (all sizes together), types with 3 or more instances --
library cell	instances
nor2b	12
xor2	5
dfrtp	37
o21ai	19
o211ai	4
a31oi	6
nand2	17
a22oi	3
inv	11
or3	4
nor2	19
a211oi	4
clkbuf	4
buf	8
nand2b	3
xnor2	3
a31o	3
and2	12
o31ai	4
nor4	6
ha	14
a21o	4
a21oi	16
nor3	6
a221oi	5
and3	6
-- state kept, by name, indices dropped and copies added (netlist names) --
register	count
balance	16
change	16
current_state	4
product	1
refund_signal	1
-- kinds of logic (layout without fill, tap and decap cells) --
group / after synthesis / in the layout / synth area share [%]
simple gates: 93 / 93 / 20.5
fa+ha+maj: 15 / 15 / 7.62
flops: 38 / 38 / 37.2
buf+inv: 23 / 64 / 4.35
compound gates: 93 / 93 / 27.7
xor+xnor: 8 / 8 / 2.74
-- per-layer routing --
layer  track usage [%]  share of wire [%]  wire length (um)
met1              36.3                 50              3380
met2              30.2                 42              2820
met3              2.93                6.3               419
met4              4.04                1.1                74
met5                 0                  0                 0
-- area by class of cell --
type	count	area (sq um)
flip-flops and latches	38	952
clock buffers	5	68.8
fillers	531	2900
clock inverters	3	68.8
repair buffers	45	440
inverters	11	41.3
well taps	75	93.8
multi-input cells	209	1500
-- worst max-delay path by stage --
| stage | start | end | slack [ns] | cells past startpoint |
|---|---|---|---|---|
| 6_report | coin[1] | balance[13] | 2.23 | 11 |
| 5_1_grt | coin[1] | balance[13] | 2.08 | 11 |
| 4_1_cts | coin[1] | balance[13] | 2.28 | 11 |
Power is estimated from default activity; no workload was simulated.
